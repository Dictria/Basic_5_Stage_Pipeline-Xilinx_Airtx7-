## flow/run.sh

```bash
#!/bin/bash
# OpenROAD 26Q1-2900-gdf79404cd8, Yosys 0.63+post, stock flow scripts
make -C /OpenROAD-flow-scripts/flow DESIGN_CONFIG=/design/flow/config.mk WORK_HOME=/design/flow/orfs finish
```

## flow/constraint.sdc

```tcl
current_design alu

set clk_period 33.5
set clk_io_pct 0.2

create_clock -name clk0 -period $clk_period

set non_clock_inputs [all_inputs -no_clocks]
set_input_delay [expr $clk_period * $clk_io_pct] -clock clk0 $non_clock_inputs
set_output_delay [expr $clk_period * $clk_io_pct] -clock clk0 [all_outputs]
```

## flow/design.v

```verilog
module alu(
	input  [11:0]	alu_op		,
	input  [31:0]	alu_src1	,
	input  [31:0]	alu_src2    ,
	output [31:0]	alu_res
	);
	wire op_add ;
	wire op_sub ;
	wire op_slt ;
	wire op_sltu;
	wire op_and ;
	wire op_nor ;
	wire op_or  ;
	wire op_xor ;
	wire op_sll ;	 
	wire op_srl ;	 
	wire op_sra ;	 
	wire op_lui ;
	assign op_add  = alu_op[ 0];
	assign op_sub  = alu_op[ 1];
	assign op_slt  = alu_op[ 2];
	assign op_sltu = alu_op[ 3];
	assign op_and  = alu_op[ 4];
	assign op_nor  = alu_op[ 5];
	assign op_or   = alu_op[ 6];
	assign op_xor  = alu_op[ 7];
	assign op_sll  = alu_op[ 8];
	assign op_srl  = alu_op[ 9];
	assign op_sra  = alu_op[10];
	assign op_lui  = alu_op[11];
	wire [31:0]	add_sub_res;
	wire [31:0]	slt_res ;
	wire [31:0]	sltu_res;
	wire [31:0]	and_res ;
	wire [31:0]	nor_res ;
	wire [31:0]	or_res  ;
	wire [31:0]	xor_res ;
	wire [31:0]	sll_res ;
	wire [31:0]	srl_res ;
	wire [31:0]	sra_res ;
	wire [31:0]	lui_res ;
	wire [31:0]	adder_a;
	wire [31:0] adder_b;
	wire 		adder_cin;
	wire		adder_cout;
	wire [31:0]	adder_res;
	assign adder_a = alu_src1;
	assign adder_b   = (op_sub | op_slt | op_sltu) ? ~alu_src2 : alu_src2;
	assign adder_cin = (op_sub | op_slt | op_sltu) ? 1'b1 : 1'b0;
	assign {adder_cout, adder_res} = adder_a + adder_b + adder_cin;
	assign add_sub_res = adder_res;
	assign slt_res[31:1] = 31'b0;
	assign slt_res[0] = (alu_src1[31] & ~alu_src2[31]) | (~(alu_src1[31] ^ alu_src2[31]) & adder_res[31]);
	assign sltu_res[31:1] = 31'b0;
	assign sltu_res[0] = ~adder_cout;
	assign and_res = alu_src1 & alu_src2;
	assign nor_res = ~(alu_src1 | alu_src2);
	assign or_res  = alu_src1 | alu_src2;
	assign xor_res = alu_src1 ^ alu_src2;
	assign lui_res = {alu_src2[15:0],16'b0};
	wire [31:0] shft_src;
	wire [31:0] sra_mask;
	wire [31:0] shft_res;
	assign shft_src = op_sll ? {alu_src1[ 0], alu_src1[ 1], alu_src1[ 2], alu_src1[ 3],
								alu_src1[ 4], alu_src1[ 5], alu_src1[ 6], alu_src1[ 7],
								alu_src1[ 8], alu_src1[ 9], alu_src1[10], alu_src1[11],
								alu_src1[12], alu_src1[13], alu_src1[14], alu_src1[15],
								alu_src1[16], alu_src1[17], alu_src1[18], alu_src1[19],
								alu_src1[20], alu_src1[21], alu_src1[22], alu_src1[23],
								alu_src1[24], alu_src1[25], alu_src1[26], alu_src1[27],
								alu_src1[28], alu_src1[29], alu_src1[30], alu_src1[31]}
							: alu_src1;
	assign sra_mask = ~(32'hffff_ffff >> alu_src2[4:0]);
	assign shft_res = shft_src >> alu_src2[4:0];
	assign srl_res = shft_res;
	assign sra_res = ({32{alu_src1[31]}} & sra_mask) | shft_res;
	assign sll_res = {shft_res[ 0], shft_res[ 1], shft_res[ 2], shft_res[ 3],
						 shft_res[ 4], shft_res[ 5], shft_res[ 6], shft_res[ 7],
						 shft_res[ 8], shft_res[ 9], shft_res[10], shft_res[11],
						 shft_res[12], shft_res[13], shft_res[14], shft_res[15],
						 shft_res[16], shft_res[17], shft_res[18], shft_res[19],
						 shft_res[20], shft_res[21], shft_res[22], shft_res[23],
						 shft_res[24], shft_res[25], shft_res[26], shft_res[27],
						 shft_res[28], shft_res[29], shft_res[30], shft_res[31]};
	assign alu_res = ({32{op_add | op_sub}} & add_sub_res)
					|({32{op_slt         }} & slt_res)
					|({32{op_sltu		 }} & sltu_res)
					|({32{op_and		 }} & and_res)
					|({32{op_nor		 }} & nor_res)
					|({32{op_or 		 }} & or_res)
					|({32{op_xor		 }} & xor_res)
					|({32{op_lui  		 }} & lui_res)
					|({32{op_srl		 }} & srl_res)
					|({32{op_sra		 }} & sra_res)
					|({32{op_sll		 }} & sll_res);
endmodule
```

## flow/config.mk

```make
export PLATFORM = sky130hd
export DESIGN_NAME = alu
export DESIGN_NICKNAME = alu
export VERILOG_FILES = /design/flow/design.v
export SDC_FILE = /design/flow/constraint.sdc
export NUM_CORES = 4
export LEC_CHECK = 1
export CORE_UTILIZATION = 50
```

==> qor.tcl <==
set qor(path_depth) 14
set qor(drt_first_iter_violations) 1120
set qor(final_wl_um) 31500
set qor(min_path_type) {in -> out}
set qor(power.ir.vdd_worst_mv) 0.0114
set qor(lay_top_count) {sky130_fd_sc_hd__nand2_1}
set qor(critical_path_cell_by_cell) {clkdlybuf4s50_1 -> nor3_2 -> buf_4 -> xnor2_1 -> fa_1 -> a21o_1 -> a221oi_4 -> a2111oi_1 -> or3b_4 -> a221oi_4 -> o21bai_1 -> a2111o_1 -> o311ai_1 -> clkdlybuf4s50_1}
set qor(antenna_found_initial) 0
set qor(power_density_nw_per_um2) 20.1
set qor(number_of_antenna_violating_nets_in_the_routed_design) 0
set qor(crit_path_max_delay_cell_type) {sky130_fd_sc_hd__clkdlybuf4s50_1}
set qor(ff_latch_area_um2) 0
set qor(switching_power_uw) 96.7
set qor(fill_cells) 1243
set qor(seq_cells) 0
set qor(rows) 43
set qor(grt_overflow) 0
set qor(fmax_mhz) 55.8
set qor(post-dp-hpwl_um) 24300
set qor(period_minus_slack_ps) 17910
set qor(synth_area_um2) 7040
set qor(clock_buffer_instance_count_of_the_final_layout) 0
set qor(ctsResizeCount) 0
set qor(grt_pass1_vias) 7650
set qor(dr.pass1.iters) 8
set qor(combGateArea_um2) 6480
set qor(worstSetupPathType) {in -> out}
set qor(p_int_uw) 67.3
set qor(drt_drc_violations_left) 0
set qor(final.hold.worst_slack_ps) 14590
set qor(die_x_um) 121
set qor(cts_hold_buf) 0
set qor(arrival_time_of_data_at_the_critical_path_endpoint_ps) 11210
set qor(grt_pass1_wl_um) 46900
set qor(groute.usage.overall_pct) 44.6
set qor(max-cap-violations) 0
set qor(gp_congestion) 1.07
set qor(fin_crit_sh_pct) 53.5
set qor(critical_path.n_buffers_inverters) 3
set qor(placedInstanceArea_um2) 8170
set qor(required_time_of_the_critical_path_ps) 26800
set qor(die_area_um2) 14600
set qor(yosys_warnings) 0
set qor(postCtsSetupRepairBufs) 0
set qor(critPathTopFamily) {AND-OR/OR-AND gates}
set qor(hold_depth) 5
set qor(grt_setup_unrepaired) {false}
set qor(layout-drive-gt1-share_pct) 8.71
set qor(viasPerCell) 7.03
set qor(timing.hold.worst_endpoint) {alu_res[29]}
set qor(cp_max_fo) 31
set qor(setup_crit_end_kind) {output port}
set qor(total_cell_area_reported_by_yosys_after_synthesis_um2) 7040
set qor(port_buffers) 108
set qor(finalSetupViolations) 0
set qor(floorplan.initialDensity_pct) 50.9
set qor(min_from) {alu_op[8]}
set qor(cp-start-kind) {input port}
set qor(max_slew.worst_pin.slew_ps) 944
set qor(number_of_warnings_in_the_stage_logs) 66
set qor(core_region_area_um2) 13800
set qor(yosysUniqueCellTypes) 72
set qor(die_h_um) 121
set qor(layout_top_cells_excl_fill_tap) {sky130_fd_sc_hd__nand2_1, sky130_fd_sc_hd__clkdlybuf4s50_1, sky130_fd_sc_hd__ha_1}
set qor(fin_area_um2) 8180
set qor(relSlewSlack_pct) 37.1
set qor(power_leakage_nw) 3.36
set qor(ys_cells) 955
set qor(maximum_number_of_pins_on_one_net_before_global_route_repair) 59
set qor(maxSlewViolCount) 0
set qor(setup-tns-final_ps) 0
set qor(run_status) {finished, final reports clean}
set qor(area_growth_syn_to_fin_pct) 16.1
set qor(i_o_pins) 108
set qor(detailroute.via_count) 8372
set qor(timing.critical_path.slowest_cell_delay_ps) 500
set qor(hold_violations) 0
set qor(synth_cells) 955
set qor(switching_share_pct) 59.0
set qor(wire_per_inst_um) 26.5
set qor(synth.avg_cell_area_um2) 7.37
set qor(ys_seq_share_pct) 0
-- synthesized netlist by cell type (7+ instances only) --
| cell type | count | area share [%] |
|---|---|---|
| sky130_fd_sc_hd__o21ai_1 | 12 | 0.85 |
| sky130_fd_sc_hd__nor2b_1 | 8 | 0.71 |
| sky130_fd_sc_hd__ha_1 | 96 | 17 |
| sky130_fd_sc_hd__nand2_1 | 110 | 5.9 |
| sky130_fd_sc_hd__o221ai_1 | 9 | 1.1 |
| sky130_fd_sc_hd__a21o_1 | 9 | 0.96 |
| sky130_fd_sc_hd__nor2_1 | 57 | 3.0 |
| sky130_fd_sc_hd__o21ai_0 | 63 | 4.5 |
| sky130_fd_sc_hd__clkbuf_1 | 53 | 2.8 |
| sky130_fd_sc_hd__a31oi_1 | 9 | 0.80 |
| sky130_fd_sc_hd__mux2_2 | 17 | 2.7 |
| sky130_fd_sc_hd__a21oi_1 | 66 | 4.7 |
| sky130_fd_sc_hd__o211ai_1 | 18 | 1.9 |
| sky130_fd_sc_hd__mux2i_1 | 44 | 6.3 |
| sky130_fd_sc_hd__a222oi_1 | 16 | 2.3 |
| sky130_fd_sc_hd__a211o_1 | 7 | 0.87 |
| sky130_fd_sc_hd__a22oi_1 | 7 | 0.75 |
| sky130_fd_sc_hd__nand3_1 | 22 | 1.6 |
| sky130_fd_sc_hd__and2_1 | 8 | 0.71 |
| sky130_fd_sc_hd__o22ai_1 | 8 | 0.71 |
| sky130_fd_sc_hd__inv_1 | 72 | 3.8 |
| sky130_fd_sc_hd__mux4_2 | 33 | 11 |
| sky130_fd_sc_hd__a221o_1 | 9 | 1.3 |
| sky130_fd_sc_hd__xor2_1 | 7 | 0.87 |
| sky130_fd_sc_hd__nor3_1 | 16 | 1.1 |
| sky130_fd_sc_hd__xnor2_1 | 46 | 5.7 |
| sky130_fd_sc_hd__buf_1 | 7 | 0.37 |
| sky130_fd_sc_hd__a221oi_1 | 19 | 2.4 |
-- worst min-delay path, delay by kind of cell --
kind | cells | cell delay [ps]
and+or+nand+nor | 2 | 320
buffers and inverters | 3 | 840
-- how the worst max path moves through the flow --
| stage | startpoint | endpoint | slack [ps] |
|---|---|---|---|
| CTS | alu_op[3] | alu_res[30] | 15620 |
| global route | alu_op[3] | alu_res[30] | 15330 |
| finish | alu_op[3] | alu_res[30] | 15590 |
-- power by group through the flow --
stage	combinational [mW]	clock [mW]	sequential, mW
after CTS	0.159	0	0
after global routing	0.175	0	0
-- per-stage QoR --
stage	setup WS, ps	power [mW]	std cells	util [%]
2_1_floorplan	16550	0.100	955	-
3_3_place_gp	15730	0.156	1190	59.1
3_5_place_dp	15650	0.158	1190	59.1
4_1_cts	15620	0.159	1190	59.1
5_1_grt	15330	0.175	1190	59.1
6_report	15590	0.164	1191	59.1
-- logic make-up after synthesis --
kind of cell / synth area share (%)
and+or+nand+nor: 16.4
adders and majority gates: 17.3
muxes: 19.8
AOI/OAI and AO/OA: 31.7
buffers and inverters: 8.10
xor gates and xnor gates: 6.59
-- routing by layer --
metal  share of wire, %  vias up  global-route usage, %
li1                   -     3735                      -
met1                 39     3894                   61.0
met2                 42      642                   63.4
met3                 13      101                   14.5
met4                5.8        0                   21.6
met5                  0        -                      0
-- area by class of cell --
cell class | instances | area share, %
Timing Repair Buffer | 125 | 14.6
Multi-Input combinational cell | 812 | 79.3
Inverter | 73 | 3.35
Antenna cell | 1 | 0.0306
Tap cell | 180 | 2.75
No activity file was given, so power comes from the tool's default toggle rates.
