--- flow/run.sh ---
#!/bin/bash
# OpenROAD 26Q1-2900-gdf79404cd8, Yosys 0.63+post, stock flow scripts
make -C /OpenROAD-flow-scripts/flow DESIGN_CONFIG=/design/flow/config.mk WORK_HOME=/design/flow/orfs finish
--- flow/config.mk ---
export PLATFORM = sky130hd
export DESIGN_NAME = regfile
export DESIGN_NICKNAME = regfile
export VERILOG_FILES = /design/flow/design.v
export SDC_FILE = /design/flow/constraint.sdc
export NUM_CORES = 4
export LEC_CHECK = 1
export CORE_UTILIZATION = 30
--- flow/constraint.sdc ---
current_design regfile

set clk_period 9.6
set clk_io_pct 0.2

create_clock -name clk0 -period $clk_period [get_ports {clk}]

set non_clock_inputs [all_inputs -no_clocks]
set_input_delay [expr $clk_period * $clk_io_pct] -clock clk0 $non_clock_inputs
set_output_delay [expr $clk_period * $clk_io_pct] -clock clk0 [all_outputs]
--- flow/design.v ---
module regfile (
	input clk,
	input [4:0] raddr1,
	output [31:0] rdata1,
	input [4:0] raddr2,
	output [31:0] rdata2,
	input we,
	input [4:0] waddr,
	input [31:0] wdata
);
reg [31:0] rf[31:0];
always @(posedge clk) begin 
	if(we && waddr != 5'd0) begin 
		rf[waddr] <= wdata;
	end
end
assign rdata1 = (raddr1 == waddr && we) ? wdata : rf[raddr1];
assign rdata2 = (raddr2 == waddr && we) ? wdata : rf[raddr2];
endmodule
==> flow_metrics.env <==
# implementation run metrics
export IMPL_status="finished clean"
export IMPL_path_cells="buf_2 -> buf_4 -> nand4b_2 -> buf_4 -> o22ai_1 -> or3_1 -> a31o_1 -> o21ai_1 -> clkdlybuf4s50_1"
export IMPL_cp_max_fo=27
export IMPL_combPwrFrac=0.100
export IMPL_die_w_um=405
export IMPL_met3_usage=0.174
export IMPL_yosysTopAreaCellShare=0.631
export IMPL_drc=0
export IMPL_cts_tree="yes"
export IMPL_initial_core_util=0.303
export IMPL_dieArea_um2=164000
export IMPL_worst_endpoint_required_ps=7680
export IMPL_grt_pass1_vias=31744
export IMPL_final_min_clock_period_ps=7670
export IMPL_tns_ps=0
export IMPL_synth_area_per_cell_um2=17.2
export IMPL_p_per_area_nw_per_um2=177
export IMPL_worstHoldPathType="primary input to flop"
export IMPL_setup_violations=0
export IMPL_post_drt_wl_per_cell_um=30.1
export IMPL_largest_reg_flops=1024
export IMPL_dpl_cell_area_um2=52600
export IMPL_report_final_hold_viol_count=0
export IMPL_cp_arrival_ps=5750
export IMPL_hold_path_depth=2
export IMPL_gp_congestion=0.918
export IMPL_synthFlopType="edfxtp_1"
export IMPL_drive_above_1_share=0.241
export IMPL_coreArea_um2=161000
export IMPL_clkTransAtPathRegs_ps=60
export IMPL_place_ws_ps=1940
export IMPL_cap_violations=0
export IMPL_internal_power_uw=7580
export IMPL_rows=147
export IMPL_area_delta_synth_final_pct=14.3
export IMPL_routed_wl_mm=158
export IMPL_crit_slowest_cell="buf_4"
export IMPL_swShare=0.231
export IMPL_setup_worst_path_end_class="output port"
export IMPL_synthesis_area_um2=48700
export IMPL_top_cell="edfxtp_1"
export IMPL_critPathLaunchType="primary input"
export IMPL_grt_max_degree=74
export IMPL_ys_area_um2=48700
export IMPL_viasPerCell=5.59
export IMPL_synthCells=2841
export IMPL_grt_use_met1=0.230
export IMPL_synth_distinct_cells=60
export IMPL_slew_headroom=0.329
export IMPL_place_hpwl_mm=96.7
export IMPL_cts_hold_buf=0
export IMPL_yosys_cells=2841
export IMPL_initialDrtViolationCount=1971
export IMPL_clockRootBuffer="clkbuf_16"
export IMPL_critPathLaunch="raddr2[4]"
export IMPL_whs_endpoint="rf[0][0]"
export IMPL_cts_max_level=3
export IMPL_final_area_um2=55700
export IMPL_use_met2=0.298
export IMPL_yosysTopAreaCell="edfxtp_1"
export IMPL_dr_total_vias=29257
export IMPL_common_cells="1024 x edfxtp_1, 368 x mux2i_1, 263 x mux4_2"
export IMPL_reg_top3="rf (1024)"
export IMPL_gr_usage_all_layers=0.206
export IMPL_grt_pass1_wl_mm=225
export IMPL_p_leak_uw=0.0181
export IMPL_hold_slack_ps=2060
export IMPL_grt_antenna_before_repair=4
export IMPL_ant_nets=0
export IMPL_ys_warn_count=1
export IMPL_clock_fmax_ghz=0.130
export IMPL_crit_top_cell="buf_4"
export IMPL_synthArstFlopShare=0
export IMPL_synth_edff_count=1024
export IMPL_ios=113
export IMPL_clk_path_buf_depth=3
export IMPL_ys_seq_elements=1024
export IMPL_numClockSinks=1024
export IMPL_finalWorstSetupSlack_ps=1930
export IMPL_first_pass_iters=6
export IMPL_fin_crit_sh=0.799
export IMPL_irDropWorstVdd_uv=140
export IMPL_chipHeight_um=405
export IMPL_place_port_buffers=112
export IMPL_warnings=26
export IMPL_cts_buffers=100
export IMPL_post_cts_setup_buffers=0
export IMPL_path_class="primary input to output port"
export IMPL_largest_register="rf"
export IMPL_cts_resized=0
export IMPL_pwr_share_clk=0.392
export IMPL_cpPeakStageDelay_ps=580
export IMPL_area_leaders="edfxtp_1 63%, mux4_2 12%, mux2i_1 7.6%"
export IMPL_p_sw_uw=2270
export IMPL_overflow=0
export IMPL_grt_busiest_layer="met2"
export IMPL_tightest_slew_ps=981
export IMPL_p_seq_frac=0.509
export IMPL_finalPower_uw=9850
export IMPL_worstHoldStart="wdata[0]"
export IMPL_drv_slew=0
export IMPL_seq_area_frac_synth=0.631
export IMPL_rsz0062_at_grt="false"
## stage by stage
step                      cells  utilization
final                      5230        0.346
after global routing       5226        0.346
after CTS                  5226        0.346
after detailed placement   5047        0.327
after global placement     5047        0.327
after floorplan            2872            -
## final cells by class
type / count / area (um^2)
tap: 2160 / 2700
sequential: 1024 / 30700
clock buffer: 127 / 2670
clock inverter: 52 / 457
fill: 14992 / 105000
timing repair buffer: 253 / 2250
antenna: 4 / 10.0
multi-input combinational: 1609 / 16900
inverter: 1 / 3.75
## worst max-delay path, delay by kind of cell
kind	cells	cell delay, ps
buffers and inverters	4	2140
AND/OR/NAND/NOR	2	820
AND-OR/OR-AND	3	790
## cell families after synthesis
logic type | share of synthesized area
DFF | 0.631
muxes | 0.228
AOI/OAI and AO/OA | 0.0697
and+or+nand+nor | 0.0381
buffers and inverters | 0.0316
xor gates and xnor gates | 0.00180
other | 0.0000770
## how the worst max path moves through the flow
stage	slack, ps	end
final	1930	rdata2[3]
after global routing	1770	rdata1[11]
after CTS	1950	rdata1[11]
## routing by layer
| layer | wire (um) | up-vias |
|---|---|---|
| met2 | 70400 | 2138 |
| met1 | 52000 | 14602 |
| met3 | 30400 | 317 |
| li1 | - | 12192 |
| met5 | 429 | - |
| met4 | 4420 | 8 |
## power by group through the flow
stage                 clock network [uW]  logic (uW)  registers [uW]
after global routing                4070        1040            5020
final                               3860         982            5010
after CTS                           3910         978            5010
## cells in the final DEF, fill, tap and decap left out, types with 24 or more instances in the layout
master and n:
a22o_1 33, a22oi_1 102, edfxtp_1 1024, mux2i_1 368
nor2_4 35, buf_4 138, or3_1 25, mux2_2 132
nand3_1 85, nand2b_1 27, nor2b_1 47, conb_1 32
o22ai_1 127, clkinv_1 31, a221oi_1 66, clkbuf_1 24
clkdlybuf4s50_1 104, clkbuf_16 103, mux4_2 263, nand2_1 62
Power and IR drop assume default switching activity.
